==> ./design.v <==
module gtp_uartpwm
  #(
    parameter COMMA = 8'hBC  
    )
  (
   input 	     rst,
   input 	     gtp_txusrclk,
   input 	     gtp_rxusrclk,
   output reg [7:0]  gtp_txdata,
   output reg 	     gtp_txcharisk,
   input [7:0] 	     gtp_rxdata,
   input 	     gtp_rxcharisk,
   input 	     gtp_resetdone,
   input 	     gtp_plllkdet,
   input 	     gtp_rxbyteisaligned,
   input [15:0]      uart_rx,
   input [15:0]      uart_cts,
   output reg [15:0] uart_tx,
   output reg [15:0] uart_rts,
   input [15:0]      pwm_in,
   output reg [15:0] pwm_out
   );
  localparam s_comma=0, s_pwm_lsb=1, s_pwm_msb=2, s_uart_lsb=3, s_uart_msb=4,
    s_uartfc_lsb=5, s_uartfc_msb=6;
  reg [2:0] 	     tx_state, rx_state;  
  reg [15:0] 	     uart_rx_i;
  reg [15:0] 	     uart_cts_i;
  reg [15:0] 	     pwm_in_i;
  always @(posedge gtp_txusrclk) begin  
    if (rst) begin
      tx_state <= s_uartfc_msb;
    end
    else begin
      gtp_txcharisk <= 0;  
      case (tx_state)
	s_comma: begin
	  if (gtp_resetdone && gtp_plllkdet) begin
	    tx_state <= s_pwm_lsb;
	    gtp_txdata <= pwm_in_i[7:0];
	  end
	end
	s_pwm_lsb: begin
	  tx_state <= s_pwm_msb;
	  gtp_txdata <= pwm_in_i[15:8];
	end
	s_pwm_msb: begin
	  tx_state <= s_uart_lsb;
	  gtp_txdata <= uart_rx_i[7:0];
	end
	s_uart_lsb: begin
	  tx_state <= s_uart_msb;
	  gtp_txdata <= uart_rx_i[15:8];	
	end
	s_uart_msb: begin
	  tx_state <= s_uartfc_lsb;
	  gtp_txdata <= uart_cts_i[7:0];	
	end
	s_uartfc_lsb: begin
	  tx_state <= s_uartfc_msb;
	  gtp_txdata <= uart_cts_i[15:8];	
	end
	s_uartfc_msb: begin
	  tx_state <= s_comma;
	  gtp_txdata <= COMMA;
	  gtp_txcharisk <= 1;
	  pwm_in_i <= pwm_in;
	  uart_rx_i <= uart_rx;
	  uart_cts_i <= uart_cts;	
	end
      endcase  
    end     
  end
  always @(posedge gtp_rxusrclk) begin  
    if (rst) begin
      rx_state <= s_comma;
    end
    else begin
      case (rx_state)
	s_comma: begin
	  if (gtp_rxbyteisaligned && gtp_rxcharisk && gtp_rxdata==COMMA)
	    rx_state <= s_pwm_lsb;
	end
	s_pwm_lsb: begin
	  rx_state <= s_pwm_msb;
	  pwm_out[7:0] <= gtp_rxdata;
	end
	s_pwm_msb: begin
	  rx_state <= s_uart_lsb;
	  pwm_out[15:8] <= gtp_rxdata;
	end
	s_uart_lsb: begin
	  rx_state <= s_uart_msb;
	  uart_tx[7:0] <= gtp_rxdata;
	end
	s_uart_msb: begin
	  rx_state <= s_uartfc_lsb;
	  uart_tx[15:8] <= gtp_rxdata;
	end
	s_uartfc_lsb: begin
	  rx_state <= s_uartfc_msb;
	  uart_rts[7:0] <= gtp_rxdata;
	end
	s_uartfc_msb: begin
	  rx_state <= s_comma;
	  uart_rts[15:8] <= gtp_rxdata;     
	end
      endcase  
    end     
  end
endmodule  
==> ./run.sh <==
#!/bin/bash
# OpenROAD 26Q1-2900-gdf79404cd8, Yosys 0.63+post, stock flow scripts
make -C /OpenROAD-flow-scripts/flow DESIGN_CONFIG=/design/flow/config.mk WORK_HOME=/design/flow/orfs finish
==> ./config.mk <==
export PLATFORM = sky130hd
export DESIGN_NAME = gtp_uartpwm
export DESIGN_NICKNAME = gtp_uartpwm
export VERILOG_FILES = /design/flow/design.v
export SDC_FILE = /design/flow/constraint.sdc
export NUM_CORES = 4
export LEC_CHECK = 1
export CORE_UTILIZATION = 40
==> ./constraint.sdc <==
current_design gtp_uartpwm

set clk_period 2.3
set clk_io_pct 0.2

create_clock -name clk0 -period $clk_period [get_ports {gtp_rxusrclk}]
create_clock -name clk1 -period $clk_period [get_ports {gtp_txusrclk}]

set non_clock_inputs [all_inputs -no_clocks]
set_input_delay [expr $clk_period * $clk_io_pct] -clock clk0 $non_clock_inputs
set_output_delay [expr $clk_period * $clk_io_pct] -clock clk0 [all_outputs]
==> out/summary.log <==
INFO  run_status     outcome=finished clean
INFO  clock_tree     clock_sinks=119
INFO  placement      io_buffer_count=118
INFO  timing         relSlewSlack=0.642
INFO  yosys          ys_seq_share=0.860
INFO  setup_path     crit_type=flip-flop to flip-flop
INFO  floorplanning  core_util_floorplan=0.410
INFO  placement      dp.final_hpwl=5390µm
INFO  timing         totalNegativeSetupSlack=0ns
INFO  yosys          edf_count=105
INFO  power_and_ir_drop power.internal=3.15mW
INFO  clock_tree     cts_hold_buffers=0
INFO  yosys          synth.top_cells.by_count=105 x sky130_fd_sc_hd__edfxtp_1, 14 x sky130_fd_sc_hd__dfxtp_1, 13 x sky130_fd_sc_hd__a22oi_1, 11 x sky130_fd_sc_hd__nor2b_1, 8 x sky130_fd_sc_hd__mux2_4
INFO  setup_path     worstPathRequired=2.33ns
INFO  detailed_routing postRouteWirelength=7440µm
INFO  floorplanning  ios=120
INFO  global_routing grt_pass1_wl=11000µm
INFO  global_routing grt_usage=0.157
INFO  min_path       min_path_type=flip-flop to flip-flop
INFO  min_path       hold_wc_startpoint=rx_state[3]$_DFF_P_
INFO  setup_path     rr_startpoint=tx_state[5]$_DFF_P_
INFO  yosys          netlist_instances=190
INFO  power_and_ir_drop power_frac_clock=0.333
INFO  detailed_routing avgViaCountPerCell=4.61
INFO  detailed_routing detail-route-antenna-nets=0
INFO  power_and_ir_drop power_frac_seq=0.614
INFO  yosys          ff_type=sky130_fd_sc_hd__edfxtp_1
INFO  floorplanning  die_h=102µm
INFO  layout         final_layout_size_suffix_gt1_frac=0.137
INFO  detailed_routing route.detailed.wl_per_inst=15.9µm
INFO  placement      post_dp_area=5390µm²
INFO  global_routing grt-ovfl-total=0
INFO  yosys          post-synth-top-area-fraction=0.789
INFO  detailed_routing dr_total_vias=2162
INFO  floorplanning  die_width=102µm
INFO  timing         finalHoldViolations=0
INFO  global_routing first_global_vias=2181
INFO  setup_path     reg2reg_slack=0.60ns
INFO  clock_tree     clk_pin_slew_worst_paths=0.09ns
INFO  power_and_ir_drop p_sw=0.799mW
INFO  min_path       hold_path_end=rx_state[0]$_DFF_P_
INFO  floorplanning  design.die.area=10400µm²
INFO  yosys          syn_avg_cell_area=21.0µm²
INFO  timing         clk_skew=0.00891ns
INFO  power_and_ir_drop total_leakage_power=1.94nW
INFO  global_routing antenna_found_initial=0
INFO  detailed_routing route.detailed.drc=0
INFO  setup_path     timing.critical_path.to_type=flip-flop
INFO  timing         rsz0062_at_grt=false
INFO  setup_path     r2r_cells=3
INFO  placement      placed_cells_incl_taps=446
INFO  setup_path     cp_top_delay_family=simple AND/OR/NAND/NOR gates
INFO  global_routing grt_start_max_net_pins=49
INFO  setup_path     worst_setup_path_startpoint=tx_state[5]$_DFF_P_
INFO  setup_path     timing.critical_path.cells=nor4_4, nand2_4, o211a_1
INFO  yosys          synthArstFlopShare=0
INFO  placement      gp_congestion=0.758
INFO  clock_tree     cts_setup_buffers=0
INFO  yosys          synth.top_cells.by_area=sky130_fd_sc_hd__edfxtp_1 79%, sky130_fd_sc_hd__dfxtp_1 7.0%, sky130_fd_sc_hd__mux2_4 3.0%, sky130_fd_sc_hd__a22oi_1 2.4%, sky130_fd_sc_hd__nor2b_1 1.7%
INFO  job            max-cap-violations=0
INFO  min_path       min_delay_path_depth=1
INFO  detailed_routing detail_route.iter0.violations=135
INFO  detailed_routing drt_pass1_iterations=4
INFO  setup_path     critPathLaunchType=flip-flop
INFO  setup_path     slowest_stage=sky130_fd_sc_hd__dfxtp_1
INFO  yosys          yosys-stat-area=3990µm²
INFO  layout         finish.cell_count_without_fillers=469
INFO  setup_path     worst-endpoint-arrival=1.74ns
INFO  layout         fill_cells=751
INFO  power_and_ir_drop vdd.ir_drop.worst=352µV
INFO  setup_path     slowest_delay=0.47ns
INFO  setup_path     worst-path-buf-inv=0
INFO  floorplanning  placementRows=36
INFO  timing         timing.final.setup_violations=0
INFO  yosys          numSynthFlops=119
INFO  clock_tree     tritoncts=yes
INFO  yosys          yosys_cells=190
INFO  layout         postLayoutCellArea=5650µm²
INFO  power_and_ir_drop netSwitchingFraction=0.202
INFO  power_and_ir_drop power.share.combinational=0.054
INFO  timing         transition_time_at_the_pin_with_the_least_slew_margin=0.537ns
INFO  yosys          syn_std_cell_area=3990µm²
INFO  power_and_ir_drop power_dens_cells=700nW/µm²
INFO  yosys          synth.most_common_cell=sky130_fd_sc_hd__edfxtp_1
INFO  setup_path     critical_path_peak_fanout=10
INFO  timing         final_max_slew_viol_count=0
INFO  floorplanning  design.core.area=9730µm²
INFO  yosys          synth_top_cell_by_area=sky130_fd_sc_hd__edfxtp_1
INFO  setup_path     regToRegEndpoint=gtp_txdata[2]$_DFFE_PP_
INFO  detailed_routing antennaDiodeCount=0
INFO  job            log.warning_count=26
INFO  yosys          yosys_cell_types=23
INFO  clock_tree     cts.repair.resized=0
INFO  layout         area_growth=41.4%
INFO  yosys          ys.warnings.count=1
[layer usage]
metal,part of all wire,up-vias,global-route usage
li1,-,1029,-
met1,0.41,1009,0.236
met2,0.47,112,0.235
met3,0.10,12,0.0688
met4,0.018,0,0.0297
met5,0,-,0
[area by class of cell]
cell class | instances | area (µm²) | area share
timing repair buffer | 130 | 1280 | 0.227
clock inverter | 8 | 57.6 | 0.0102
sequential | 119 | 3430 | 0.608
clock buffer | 15 | 196 | 0.0348
tap | 133 | 166 | 0.0295
inverter | 1 | 3.75 | 0.000665
multi-input combinational | 63 | 504 | 0.0893
[logic make-up after synthesis]
| group | after synthesis | synth area share |
|---|---|---|
| AOI/OAI and AO/OA | 24 | 0.0442 |
| DFF | 119 | 0.860 |
| buffers and inverters | 8 | 0.0160 |
| and+or+nand+nor | 31 | 0.0501 |
| muxes | 8 | 0.0301 |
[power groups by stage]
| stage | sequential, mW | combinational, mW | clock (mW) |
|---|---|---|---|
| final | 2.42 | 0.212 | 1.31 |
| after global routing | 2.43 | 0.228 | 1.44 |
| after CTS | 2.43 | 0.214 | 1.35 |
[state kept, by name, indices dropped and copies added, names as in the netlist]
name and cells:
uart_tx 16, uart_cts_i 16, uart_rts 16, rx_state 7, tx_state 7, gtp_txcharisk 1
gtp_txdata 8, uart_rx_i 16, pwm_out 16, pwm_in_i 16
[placed cells by master (no fill, tap or decap), drive strengths merged, types with 2 or more instances in the layout]
master	count
dfxtp	14
a21oi	6
nand2	6
a222oi	3
clkbuf	15
mux2	8
nor2	2
nand3	5
edfxtp	105
inv	3
nor2b	11
clkinv	3
clkdlybuf4s50	118
nor3b	2
a22oi	13
clkinvlp	3
buf	12
[per-stage QoR]
stage	hold WS (ns)	util	power [mW]	setup slack, ns
floorplan	0.406	-	2.53	0.474
global placement	0.421	0.554	2.68	0.412
detailed placement	0.421	0.554	2.69	0.424
CTS	0.443	0.580	3.99	0.595
global route	0.470	0.580	4.10	0.507
finish	0.439	0.580	3.95	0.597
[worst max path at each step]
stage,endpoint,slack [ns],depth (start not counted)
after CTS,gtp_txdata[2]$_DFFE_PP_,0.59,3
after global routing,gtp_txdata[4]$_DFFE_PP_,0.51,3
final,gtp_txdata[2]$_DFFE_PP_,0.60,3
Power figures rest on the tool's default switching activity, not on a simulated workload.
